`./config.mk`:
```
export PLATFORM = sky130hd
export DESIGN_NAME = hanoivm_fsm
export DESIGN_NICKNAME = hanoivm_fsm
export VERILOG_FILES = /design/flow/design.v
export SDC_FILE = /design/flow/constraint.sdc
export NUM_CORES = 4
export LEC_CHECK = 1
export CORE_UTILIZATION = 50
```
`./constraint.sdc`:
```
current_design hanoivm_fsm

set clk_period 40.6
set clk_io_pct 0.2

create_clock -name clk0 -period $clk_period [get_ports {clk}]

set non_clock_inputs [all_inputs -no_clocks]
set_input_delay [expr $clk_period * $clk_io_pct] -clock clk0 $non_clock_inputs
set_output_delay [expr $clk_period * $clk_io_pct] -clock clk0 [all_outputs]
```
`./design.v`:
```
module hanoivm_fsm(
    input clk,
    input rst,
    input [7:0] opcode_in,
    input [80:0] operand_in,  
    input valid,
    output reg ready,
    output reg [80:0] result_out,
    output reg done
);
    reg [80:0] stack [0:15];
    reg [3:0] sp;  
    typedef enum logic [2:0] {
        IDLE = 3'd0,
        FETCH = 3'd1,
        EXECUTE = 3'd2,
        WRITEBACK = 3'd3,
        DONE = 3'd4
    } state_t;
    state_t state;
    reg [7:0] opcode_reg;
    reg [80:0] operand_reg;
    reg [80:0] temp_result;
    always @(posedge clk or posedge rst) begin
        if (rst) begin
            state <= IDLE;
            sp <= 0;
            ready <= 1;
            done <= 0;
        end else begin
            case (state)
                IDLE: begin
                    if (valid) begin
                        opcode_reg <= opcode_in;
                        operand_reg <= operand_in;
                        state <= FETCH;
                        ready <= 0;
                    end
                end
                FETCH: begin
                    state <= EXECUTE;
                end
                EXECUTE: begin
                    case (opcode_reg)
                        8'h00: begin  
                            temp_result <= 81'd0;
                        end
                        8'h01: begin  
                            stack[sp] <= operand_reg;
                            sp <= sp + 1;
                            temp_result <= operand_reg;
                        end
                        8'h02: begin  
                            if (sp > 0) begin
                                sp <= sp - 1;
                                temp_result <= stack[sp - 1];
                            end else begin
                                temp_result <= 81'd0;
                            end
                        end
                        8'h03: begin  
                            if (sp >= 2) begin
                                temp_result <= stack[sp - 1] + stack[sp - 2];
                                sp <= sp - 1;
                                stack[sp - 2] <= temp_result;
                            end else begin
                                temp_result <= 81'd0;
                            end
                        end
                        default: begin
                            temp_result <= 81'd0;  
                        end
                    endcase
                    state <= WRITEBACK;
                end
                WRITEBACK: begin
                    result_out <= temp_result;
                    done <= 1;
                    state <= DONE;
                end
                DONE: begin
                    done <= 0;
                    ready <= 1;
                    state <= IDLE;
                end
            endcase
        end
    end
endmodule
```
`./run.sh`:
```
#!/bin/bash
# OpenROAD 26Q1-2900-gdf79404cd8, Yosys 0.63+post, stock flow scripts
make -C /OpenROAD-flow-scripts/flow DESIGN_CONFIG=/design/flow/config.mk WORK_HOME=/design/flow/orfs finish
```
==> impl_metrics.tcl <==
# flow metrics
set metrics [dict create \
    gp_congestion 1.03 \
    ys_cells 5370 \
    rows 137 \
    cap_viol_max_count 0 \
    synth-async-reset-ratio_pct 0.706 \
    p_sw_uw 655 \
    crit_type "input pin to flop" \
    yosys.area_share.aoi_pct 19.1 \
    cp_max_fo 35 \
    grt_antenna_before_repair 24 \
    port_buffers 174 \
    grt_max_degree 67 \
    clkTransAtPathRegs_ns 0.06 \
    top_logic_kind "AND-OR/OR-AND gates" \
    ant_nets 0 \
    p_leak_nw 26.6 \
    p_seq_share_pct 51.8 \
    hold_path.class "flop to flop" \
    synthToLayoutAreaGrowth_pct 15.1 \
    fin_crit_sh_pct 27.6 \
    netlist_area_um2 70500 \
    timing.slew.headroom_pct 8.92 \
    ff_type "edfxtp_1" \
    h-tree-depth 4 \
    hold_viol 0 \
    setup-tns-final_ns 0 \
    top_register "stack" \
    dieArea_um2 143000 \
    holdWs_ns 0.349 \
    grt.total_usage_pct 48.6 \
    fillers 10700 \
    largest_register_ffs 1296 \
    fmax_ghz 0.0894 \
    ys_ff 1558 \
    die_y_um 378 \
    dpl.cell_count 7227 \
    rsz0062_at_grt "no" \
    via_count 55300 \
    start_kind "input pin" \
    finalSetupViolations 0 \
    cts_resized 0 \
    grt_pass1_wl_um 432000 \
    power_density_nw_per_um2 41.4 \
    worst_pin_slew_ns 1.37 \
    cts_buffers 166 \
    dp_hpwl_um 192000 \
    clock_sinks 1558 \
    clk_path_buf_depth 3 \
    arrival_ns 11.63 \
    cp-end-kind "flop" \
    period_needed_ns 11.19 \
    warning_count 35 \
    xor_area_share_pct 1.07 \
    stdcell_count 7553 \
    post-cts-setup-buffers 0 \
    ir_drop_mv 0.0351 \
    totalWireLength_um 314000 \
    skew_ns 0.0337 \
    critical_path_required_ns 41.04 \
    simple_gate_area_share_pct 7.72 \
    io_pins 175 \
    clk_latency_ns 0.83 \
    core_um2 140000 \
    p_sw_share_pct 19.5 \
    syn_avg_cell_area_um2 13.1 \
    routedWlPerCell_um 41.5 \
    fin_util_pct 58.1 \
    slew_viol_final 0 \
    ys_sh_mux_pct 1.62 \
    combinationalPowerShare_pct 0.3 \
    die_x_um 378 \
    root_buffer "clkbuf_16" \
    ys_seq_share_pct 66.3 \
    first_iter_violations 6119 \
    first_pass_iters 9 \
    grt_overflow_total 0 \
    outcome "finished clean" \
    yosys_warnings 2 \
    power.internal_mw 2.71 \
    edf_count 1547 \
    grt_pass1_vias 57000 \
    avgViaCountPerCell 7.32 \
    drive_gt1_share_pct 10.1 \
    adder_share_pct 1.64 \
    syn_inst 5370 \
    drcViolationCount 0 \
    cts_hold_buf 0 \
    fp_util_pct 50.5 \
    clock_power_share_pct 47.9 \
    synth_cell_type_count 80 \
    finalPower_mw 3.36 \
    cts_tree "done" \
    synth_chip_area_um2 70500 \
]
==> synth_stat cells, drive strengths merged (29+ instances only) <==
cell	instances	area share, %
a31oi	50	0.44
nand4	63	0.56
buf	106	0.68
o21ai	212	1.5
a221oi	225	2.8
xnor2	54	0.69
a222oi	170	2.4
nand2	633	3.4
and3	80	0.71
a22o	172	2.1
xor2	29	0.38
clkbuf	311	1.7
a22oi	425	4.5
edfxtp	1547	66
a21oi	258	1.8
a41oi	77	0.96
nor2	318	1.7
a21o	32	0.34
inv	50	0.27
ha	91	1.6
mux2i	97	1.4
nand3	92	0.65
==> stage by stage <==
| stage | setup WS, ns | area [um^2] |
|---|---|---|
| final | 29.41 | 81200 |
| after global placement | 28.77 | 75400 |
| after detailed placement | 28.72 | 75400 |
| after CTS | 29.58 | 81100 |
| after floorplan | 20.95 | 70500 |
| after global routing | 29.40 | 81200 |
==> per-layer routing <==
layer,part of all wire (%),GRT usage (%),wire (um),vias to the layer above
li1,-,-,-,22100
met1,30,55.2,94400,26200
met2,41,61.7,127000,5533
met3,21,42.2,65400,1316
met4,7.5,26.8,23600,74
met5,0.92,14.9,2900,-
==> power groups by stage <==
stage,combinational (mW),clock [mW],sequential [mW]
6_report,0.00942,1.61,1.74
5_1_grt,0.00990,1.68,1.74
4_1_cts,0.00950,1.62,1.74
==> path summary, 6_finish.rpt <==
kind	startpoint	end	slack (ns)	cells past startpoint
setup / recovery	rst	stack[2][30]	29.41	8
hold / removal	state[3]	state[2]	0.35	0
setup reg to reg	sp[1]	temp_result[80]	30.27	24
hold reg to reg	state[3]	state[2]	0.35	0
max in group asynchronous	rst	state[0]	32.19	2
min in group asynchronous	rst	state[2]	8.05	2
==> layout by cell type (no fill, tap or decap), drive strengths merged, types with 18 or more instances in the layout <==
master            n
diode            18
mux2i            97
nand4            63
a41oi            77
buf             224
clkbuf          203
a22o            172
and3             80
a31oi            50
nand2           633
ha               91
o21bai           18
a222oi          170
clkdlybuf4s50   174
a21o             32
o21ai           212
nor2            318
a21oi           258
nor3             20
xnor2            54
inv              55
clkinv           65
a221oi          225
edfxtp         1547
nand3            92
a2111oi          18
xor2             29
o22ai            19
a22oi           425
a211oi           27
bufinv           27
==> kinds of logic after synthesis <==
kind of cell	after synthesis
flops	1558
buf+inv	467
xor+xnor	83
fa+ha+maj	92
compound gates	1798
simple gates	1267
mux	105
==> worst max-delay path, cell delays in order <==
cell,delay [ns]
clkdlybuf4s50_1,0.66
nor2b_4,0.26
o2111ai_4,0.13
buf_4,0.32
a211oi_4,0.20
buf_4,0.49
buf_4,0.76
buf_4,0.62
==> cell type report <==
| type | count | area (um^2) | area share, % |
|---|---|---|---|
| clock buffers | 203 | 4500 | 5.55 |
| flip-flops and latches | 1558 | 46700 | 57.6 |
| repair buffers | 398 | 3590 | 4.42 |
| well taps | 1876 | 2350 | 2.89 |
| multi-input cells | 3345 | 22500 | 27.7 |
| clock inverters | 105 | 1260 | 1.55 |
| diodes | 18 | 45.0 | 0.0555 |
| inverters | 50 | 188 | 0.231 |
Power and IR drop assume default switching activity.
